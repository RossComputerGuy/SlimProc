**run.sh**
```bash
#!/bin/bash
# OpenROAD 26Q1-2900-gdf79404cd8, Yosys 0.63+post, stock flow scripts
make -C /OpenROAD-flow-scripts/flow DESIGN_CONFIG=/design/flow/config.mk WORK_HOME=/design/flow/orfs finish
```
**config.mk**
```make
export PLATFORM = sky130hd
export DESIGN_NAME = cpu_alu
export DESIGN_NICKNAME = cpu_alu
export VERILOG_FILES = /design/flow/design.v
export SDC_FILE = /design/flow/constraint.sdc
export NUM_CORES = 4
export LEC_CHECK = 1
export CORE_UTILIZATION = 30
```
**constraint.sdc**
```tcl
current_design cpu_alu

set clk_period 432.3
set clk_io_pct 0.2

create_clock -name clk0 -period $clk_period

set non_clock_inputs [all_inputs -no_clocks]
set_input_delay [expr $clk_period * $clk_io_pct] -clock clk0 $non_clock_inputs
set_output_delay [expr $clk_period * $clk_io_pct] -clock clk0 [all_outputs]
```
**design.v**
```verilog
module cpu_alu(input [31:0] arg1,
	input [31:0] arg2,
	input [15:0] opcode,
	output reg [31:0] value);
	always @*
		case (opcode)
			15'h0  : value = arg1 + arg2;
			16'h1  : value = arg1 - arg2;
			16'h2  : value = arg1 * arg2;
			16'h3  : value = arg1 / arg2;
			16'h4  : value = arg1 % arg2;
			16'h5  : value = arg1 & arg2;
			16'h6  : value = arg1 | arg2;
			16'h7  : value = arg1 ^ arg2;
			16'h8  : value = ~arg1;
			16'h9  : value = arg1 << arg2;
			16'h10  : value = arg1 >> arg2;
			default: value = 0;
		endcase
endmodule
```
==> Slide: Implementation Results <==
Synthesis and Place & Route Summary

Worst setup path
  – WS Path Type: in2out
  – Worst Path Required: 345.84 ns
  – Worst path depth: 282
  – CP startpoint kind: input port
  – Critical Path Slowest Stage Cell: nor4_1
  – Critical path buffers and inverters: 17
  – Worst path top cell family by delay: AND-OR/OR-AND gates
  – Critical path endpoint category: primary output
  – Max FO, Critical Path: 37
  – CP Data Arrival Time: 172.40 ns
  – Largest stage delay on the critical path: 1.17 ns

Yosys
  – Mapped cell area: 0.0534 mm²
  – Synth Instances: 7,557
  – Top-area cell share: 17.6%
  – Top cells, area: ha_1 18%, fa_1 15%, nand2_1 6.8%
  – Synth Warn #: 1
  – Top cell type by total area after synthesis: ha_1
  – Seq/Total Area, Yosys: 0%
  – Syn_area_per_cell: 7.06 µm²
  – Unique cell types: 109
  – YS chip area: 0.0534 mm²
  – Yosys cell count: 7,557

Floorplanning
  – Row cnt: 154
  – Die Height: 424 µm
  – Core box area: 0.176 mm²
  – Initial core utilization: 30.2%
  – Die Area: 0.180 mm²
  – Chip Width: 424 µm
  – Ports: 112

Timing
  – RSZ-0062 raised after global routing: false
  – Setup-failing EPs final: 0
  – Fin crit share: 59.9%
  – TNS Setup: 0 ns
  – Endpoints failing hold: 0
  – F_max: 0.00386 GHz
  – Slew headroom: 9.95%
  – Min Tclk post-route: 258.86 ns
  – Final max-slew violation count: 0
  – Measured slew at the worst slew-check pin: 1.34 ns

Power
  – Int Power: 144 µW
  – Leak: 0.0269 µW
  – Sw Share: 64.8%
  – Peak VDD IR: 0.0000256 V
  – Pwr dens: 7.04 mW/mm²
  – NetSw: 265 µW

Drt
  – Initial DRC count: 5,585
  – Routed Antenna Nets: 0
  – Pre-antenna DRT Iters: 24
  – Final WL: 287,000 µm
  – Routed WL per cell: 28.9 µm
  – Via/cell ratio: 5.95
  – Total number of vias: 58,958
  – DRC viols: 0

Global routing
  – Largest net degree at the start of global routing: 72
  – GRT overflow: 0
  – Number of global-route vias before repair: 56,731
  – First-pass GRT wire length: 410,000 µm
  – Initial antenna violation count: 19
  – All-Layer GR Usage: 32.1%

Flow run
  – Max-cap violations: 0
  – Log Warnings: 70

Layout
  – FF+latch count: 0
  – Clock Buffer Count: 0
  – Share of layout cells above drive strength 1: 6.13%
  – Register area: 0 µm²
  – Post-route design area: 0.0580 mm²
  – Area growth, synth to finish: 8.74%

Place
  – GPL Wtd Cong: 1.11
  – Buffers on Ports: 112
  – DP Area: 0.0580 mm²
  – Dpl hpwl: 229,000 µm

CTS
  – Post-cts resize count: 0
  – CTS Hold Bufs: 0
  – Post-CTS setup buffer count: 0

Run status
  – Status: completed

Hold path
  – Worst hold path stage count: 9
  – HP Class: in2out
path summary, 6_finish.rpt:
check | to | start
setup / recovery | value[8] | arg2[10]
hold / removal | value[4] | arg1[4]
tightest hold or removal path, delay by kind of cell:
family	cells	cell delay [ns]
buffers and inverters	3	0.84
AOI/OAI and AO/OA	6	0.84
cell usage in the layout, fill, tap and decap left out, types with 103 or more instances in the layout:
| cell | n |
|---|---|
| xnor2_1 | 333 |
| buf_4 | 242 |
| nor2_1 | 745 |
| o21ai_0 | 359 |
| a21o_1 | 199 |
| clkdlybuf4s50_1 | 103 |
| o21a_1 | 142 |
| ha_1 | 751 |
| inv_1 | 681 |
| nor3_1 | 208 |
| fa_1 | 410 |
| nand3_1 | 142 |
| xor2_1 | 162 |
| nand2_1 | 963 |
| a21oi_1 | 537 |
layer usage:
metal	up-vias	GRT usage, %	part of all wire (%)
met1	28375	42.9	41
li1	26807	-	-
met5	-	0.699	0.11
met3	723	9.34	10
met4	20	17.0	6.8
met2	3033	47.0	42
stage by stage:
step	utilization (%)	hold slack, ns	power (µW)	setup slack (ns)	cells
3_5_place_dp	32.9	174.63	389	175.77	9909
4_1_cts	32.9	174.64	393	175.48	9909
5_1_grt	32.9	174.67	436	168.60	9910
6_report	32.9	174.65	409	173.44	9917
3_3_place_gp	32.9	174.67	390	176.89	9909
2_1_floorplan	-	173.19	251	188.95	7557
power by group through the flow:
stage	Combinational, µW	Sequential, µW	Clock [µW]
CTS	393	0	0
global route	436	0	0.000000316
Yosys cell counts (58+ instances only):
master	instances
a211oi_1	93
a21o_1	199
a21oi_1	539
a31oi_1	95
and2_1	58
buf_1	73
clkbuf_1	250
fa_1	410
ha_1	751
inv_1	688
mux2i_1	62
nand2_1	963
nand2b_1	63
nand3_1	143
nand4_1	60
nor2_1	750
nor2b_1	58
nor3_1	210
o211ai_1	71
o21a_1	142
o21ai_0	360
or3_1	65
xnor2_1	333
xor2_1	162
logic make-up after synthesis:
kind of cell | count (synthesis) | synth area share (%)
AND/OR/NAND/NOR | 2600 | 22.1
AND-OR/OR-AND | 2125 | 26.6
adder cells (fa/ha/maj) | 1161 | 33.0
buffers and inverters | 1044 | 7.40
XOR/XNOR | 495 | 8.12
multiplexers | 132 | 2.84
area by class of cell:
class	instances	area (µm²)
inverter	703	2640
multi-input combinational	6513	49500
antenna	8	20.0
timing repair buffer	353	2920
fill	18961	118000
tap	2340	2930
No activity file was given, so power comes from the tool's default toggle rates.
